`flow/run.sh`:
```
#!/bin/bash
# OpenROAD 26Q1-2900-gdf79404cd8, Yosys 0.63+post, stock flow scripts
make -C /OpenROAD-flow-scripts/flow DESIGN_CONFIG=/design/flow/config.mk WORK_HOME=/design/flow/orfs finish
```
`flow/design.v`:
```
module Register(Read1, Read2, WriteReg, WriteData, RegWrite, Data1, Data2, clk);
	input [4:0] Read1,Read2,WriteReg;                  
	input [31:0] WriteData;                            
	input RegWrite,clk; 		                   
	output reg [31:0] Data1,Data2;                     
	reg [31:0] RF[31:0];                               
	initial begin                                      
                RF[00] <= 32'h00000000;  
                RF[01] <= 32'h00000000;  
                RF[02] <= 32'h00000000;  
                RF[03] <= 32'h00000000;  
                RF[04] <= 32'h00000000;  
                RF[05] <= 32'h00000000;  
                RF[06] <= 32'h00000000;  
                RF[07] <= 32'h00000000;
                RF[08] <= 32'h00000000;  
                RF[09] <= 32'h00000000;  
                RF[10] <= 32'h00000000;  
                RF[11] <= 32'h00000000;  
                RF[12] <= 32'h00000000;  
                RF[13] <= 32'h00000000;  
                RF[14] <= 32'h00000000;  
                RF[15] <= 32'h00000000;
                RF[16] <= 32'h00000000;  
                RF[17] <= 32'h00000000;  
                RF[18] <= 32'h00000000;  
                RF[19] <= 32'h00000000;  
                RF[20] <= 32'h00000000;  
                RF[21] <= 32'h00000000;  
                RF[22] <= 32'h00000000;  
                RF[23] <= 32'h00000000;
                RF[24] <= 32'h00000000;  
                RF[25] <= 32'h00000000;  
                RF[26] <= 32'h00000000;  
                RF[27] <= 32'h00000000;  
                RF[28] <= 32'h00000000;  
                RF[29] <= 32'h00000000;  
                RF[30] <= 32'h00000000;  
                RF[31] <= 32'h00000000;
           end   
           always @ (posedge clk) begin                            
                if(RegWrite) begin  
                     RF[WriteReg] <= WriteData;  
                end  
           end  
		always @(*)                                           
		begin
			Data1 <= RF[Read1];
			Data2 <= RF[Read2];
		end
endmodule
```
`flow/constraint.sdc`:
```
current_design Register

set clk_period 6.4
set clk_io_pct 0.2

create_clock -name clk0 -period $clk_period [get_ports {clk}]

set non_clock_inputs [all_inputs -no_clocks]
set_input_delay [expr $clk_period * $clk_io_pct] -clock clk0 $non_clock_inputs
set_output_delay [expr $clk_period * $clk_io_pct] -clock clk0 [all_outputs]
```
`flow/config.mk`:
```
export PLATFORM = sky130hd
export DESIGN_NAME = Register
export DESIGN_NICKNAME = Register
export VERILOG_FILES = /design/flow/design.v
export SDC_FILE = /design/flow/constraint.sdc
export NUM_CORES = 4
export LEC_CHECK = 1
export CORE_UTILIZATION = 30
```
==> impl_metrics.tcl <==
# flow metrics
set metrics [dict create \
    post-route-period-util_pct 84.7 \
    finalSetupViolCount 0 \
    top_cells_by_area "edfxtp_1 (63%), mux2i_1 (21%), a22oi_1 (3.0%)" \
    chipWidth_um 405 \
    edf_count 1024 \
    hp-start "WriteData[22]" \
    vias 30900 \
    top_register "RF" \
    cts_root_buf "clkbuf_16" \
    area_growth_pct 15.4 \
    grt_usage_pct 19.6 \
    top_cells_by_count "edfxtp_1 (1024), mux2i_1 (1024), nand2_1 (195), nand3_1 (194)" \
    power.leakage_nw 20.3 \
    aoi_share_pct 8.04 \
    max_slew.worst_pin.slew_ps 984 \
    h-tree-depth 3 \
    hold_viol_final 0 \
    first_global_vias 31900 \
    top_area_cell "edfxtp_1" \
    end_kind "output pin" \
    final_core_util_pct 35.0 \
    grt_pass1_wl_mm 220 \
    cts.sinks 1024 \
    ctsHoldBuffers 0 \
    boundaryPins 113 \
    top_regs "RF x1024" \
    wire_per_inst_um 26.8 \
    ys_warn_count 1 \
    yosysChipArea_um2 48800 \
    power.density_nw_per_um2 265 \
    holdPathEnd "RF[31][22]$_DFFE_PP_" \
    critPathKind "input port to output pin" \
    period_needed_ps 5420 \
    grt_max_degree 86 \
    synthTopLogicFamily "multiplexers" \
    drtAntennaViolNets 0 \
    place.gp.congestion 0.880 \
    largest_reg_flops 1024 \
    warning_count 26 \
    yosysSeqAreaShare_pct 63.0 \
    min_path_type "input port to flip-flop" \
    rsz0062_at_grt "false" \
    hold_depth 2 \
    syn_area_um2 48800 \
    critical_path_required_ps 5120 \
    cts_inserted_buffers 102 \
    place_hpwl_mm 87.7 \
    ys_cells 3386 \
    postCtsSetupRepairBufs 0 \
    core_um2 161000 \
    worstPathMaxFanout 20 \
    overflow 0 \
    antenna_cells 0 \
    drive_gt1_share_pct 9.81 \
    yosys.area_share.xor_xnor_pct 0 \
    drc_errors 0 \
    port_buffers 112 \
    drt_iter0_drc 1931 \
    cp.arrival_ps 4140 \
    adder_share_pct 0 \
    avgSynthCellArea_um2 14.4 \
    start_kind "input port" \
    via_per_inst 5.37 \
    slew_headroom_pct 34.4 \
    antenna_found_initial 8 \
    post_cts_resized 0 \
    ys_ff 1024 \
    synth_cell_type_count 23 \
    syn_inst 3386 \
    top_area_share_pct 63.0 \
    num_rows 147 \
    maxSlewViolCount 0 \
    final.setup.tns_ps 0 \
    n_fill_cell 15200 \
    logic_area_um2 16800 \
    synthArstFlopShare_pct 0 \
    cap_viol_max_count 0 \
    mux_share_pct 21.0 \
    vdd_ir_drop_max_uv 193 \
    seqCellArea_um2 30700 \
    status "finished, final reports clean" \
    die_y_um 405 \
    path_clk_slew_ps 60 \
    max-clock-path-buffers 3 \
    routed_wl_mm 154 \
    drtPass1Iterations 5 \
    yosys.area_share.simple_pct 4.71 \
    ff_type "edfxtp_1" \
    max_freq_ghz 0.184 \
    die_area_um2 164000 \
    cts_tree "done" \
    fp_util_pct 30.3 \
]
==> logic make-up (layout without fill, tap and decap cells) <==
logic type / Yosys count / count (layout)
buffers and inverters: 253 / 455
flip-flops: 1024 / 1024
AND/OR/NAND/NOR: 509 / 509
AND-OR/OR-AND: 576 / 576
multiplexers: 1024 / 1024
==> area by class of cell <==
| cell class | count | share of cell area (%) |
|---|---|---|
| Clock inverter | 70 | 1.21 |
| Multi-Input combinational cell | 2109 | 29.8 |
| Clock buffer | 121 | 4.66 |
| Tap cell | 2160 | 4.80 |
| Timing Repair Buffer | 264 | 4.88 |
| Sequential cell | 1024 | 54.6 |
==> through the flow <==
step                setup slack (ps)  hold slack (ps)  area, um^2  instances  total power [W]
floorplan                       2690             1380       48800       3386          0.00840
global placement                1010             2110       53000       5557          0.00903
detailed placement              1010             2120       53000       5557          0.00903
CTS                              995             1350       56300       5748           0.0150
global route                     881             1390       56300       5748           0.0153
finish                           980             1370       56300       5748           0.0149
==> how the worst max path moves through the flow <==
stage	from	to	slack [ps]	cells past startpoint
finish	Read1[3]	Data1[23]	980	7
global route	Read2[2]	Data2[28]	880	9
CTS	Read1[2]	Data1[21]	1000	8
==> worst max-delay path, cell delays in order <==
cell and delay (ps):
clkdlybuf4s50_1 720, nand2b_2 630, buf_12 320, a21oi_1 70, a31oi_1 260, nand3_1 320
clkdlybuf4s50_1 520
==> routing by layer <==
layer  track usage, %  part of all wire (%)
met3             11.5                    14
met5            0.506                 0.093
met4             5.41                   3.4
met1             23.6                    36
met2             30.3                    47
==> placed cells by master (no fill, tap or decap), types with 34 or more instances in the layout <==
cell type        instances
edfxtp_1              1024
mux2i_1               1024
nand3_1                194
nand2_1                193
a22oi_1                192
a21oi_1                192
a22o_1                 128
buf_4                  114
clkdlybuf4s50_1        110
clkbuf_16              102
nor3_1                  64
a31oi_1                 64
buf_12                  38
nor2_4                  34
==> report_power, final <==
part           leakage (nW)  internal [W]  switching (W)
registers              9.22       0.00746      0.0000318
clock network          1.61       0.00335        0.00264
logic                  9.48      0.000545       0.000862
Power is estimated from default activity; no workload was simulated.
