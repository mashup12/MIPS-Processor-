`design/flow/design.v`:
```
module insMem (
	input  [31:0] pc_out,
	output wire [31:0] instruction );
	wire[6:0]pc_out1=pc_out[6:0];
    wire[4:0]address=(pc_out1/4-1);
    reg [31:0]insMem[31:0];
	    initial begin 
			insMem[00]= 32'ha2310011;
			insMem[01]= 32'ha2520003;
			insMem[02]= 32'ha2490000;
			insMem[03]= 32'h02295022;
			insMem[04]= 32'h0229582a;
			insMem[05]= 32'h12290004;
			insMem[06]= 32'h198b0002;
			insMem[07]= 32'h01324820;
			insMem[08]= 32'h98000004;
			insMem[09]= 32'h01525020;
			insMem[10]= 32'hae4a0008;
			insMem[11]= 32'h00000000;
			insMem[12]= 32'h00000000;
			insMem[13]= 32'h00000000;
			insMem[14]= 32'h00000000;
			insMem[15]= 32'h00000000;
                        insMem[16]= 32'h00000000;
                        insMem[17]= 32'h00000000;
                        insMem[18]= 32'h00000000;
                        insMem[19]= 32'h00000000;
                        insMem[20]= 32'h00000000;
                        insMem[21]= 32'h00000000;
                        insMem[22]= 32'h00000000;
                        insMem[23]= 32'h00000000;
                        insMem[24]= 32'h00000000;
                        insMem[25]= 32'h00000000;
                        insMem[26]= 32'h00000000;
                        insMem[27]= 32'h00000000;
                        insMem[28]= 32'h00000000;
                        insMem[29]= 32'h00000000;
                        insMem[30]= 32'h00000000;
                        insMem[31]= 32'h00000000;
	    end
	assign instruction= ( address< 32) ? insMem[address]: 32'd0;
endmodule
```
`design/flow/run.sh`:
```
#!/bin/bash
# OpenROAD 26Q1-2900-gdf79404cd8, Yosys 0.63+post, stock flow scripts
make -C /OpenROAD-flow-scripts/flow DESIGN_CONFIG=/design/flow/config.mk WORK_HOME=/design/flow/orfs finish
```
`design/flow/config.mk`:
```
export PLATFORM = sky130hd
export DESIGN_NAME = insMem
export DESIGN_NICKNAME = insMem
export VERILOG_FILES = /design/flow/design.v
export SDC_FILE = /design/flow/constraint.sdc
export NUM_CORES = 4
export LEC_CHECK = 1
export CORE_AREA = 10 10 71 71
export DIE_AREA = 0 0 81 81
```
`design/flow/constraint.sdc`:
```
current_design insMem

set clk_period 3.4
set clk_io_pct 0.2

create_clock -name clk0 -period $clk_period

set non_clock_inputs [all_inputs -no_clocks]
set_input_delay [expr $clk_period * $clk_io_pct] -clock clk0 $non_clock_inputs
set_output_delay [expr $clk_period * $clk_io_pct] -clock clk0 [all_outputs]
```
==> Slide: Implementation Results <==
Flow Results at a Glance

Logic synthesis
  • Top cell area share: 14.05%
  • Average cell area after synthesis: ~6.2 sq um
  • Yosys warns: 1
  • Leading area contributor after synthesis: buf_4
  • Sequential cell area fraction in the yosys report: 0%
  • Post-synthesis cell count: 86
  • Post-synth area from yosys stat: 534.3 sq um
  • Post-synth cell types: 27
  • Number of cells in Yosys stat: 86
  • Post-synth area hogs: buf_4, ha_1, a21oi_1
  • Most frequent cells after synthesis: a21oi_1, buf_4, nor2_1
  • Most frequent cell after synthesis: a21oi_1
  • Netlist Area Pre-Place: 534.3 sq um

Routing
  • DRT iter0 DRCs: 12
  • # diodes: 0
  • Antenna Violating Nets Remaining: 0
  • Routed wire length: 2.053 mm
  • Drt pass-1 iters: 4
  • Drt drc: 0
  • Via-to-Cell Ratio: 3.945
  • Routed via count: 714
  • Wirelength per Cell: ~11 microns

Final timing
  • Final Critical Period: 3.337 ns
  • Fin. Hold Viols: 0
  • Hold_ws: approximately 2.1 ns
  • Worst Slack Setup Final: 0.06261 ns
  • Max-slew violation count: 0
  • Period utilization: 98.16%
  • Final setup violating endpoints: 0
  • Final TNS setup: 0 ns
  • Fmax: between 200 and 300 MHz

Worst setup path
  • Worst Setup End Kind: output pin
  • Slowest-stage cell, CP: or4_4
  • Crit path launch type: input port
  • WP data arrival: 2.66 ns
  • Crit Path Class: in2out
  • Critical path peak fanout: 4
  • Crit-path max cell delay: 0.48 ns
  • CP required: 2.72 ns
  • CP cell instances: dlygate4sd2_1 -> buf_6 -> or4_4 -> and2_4 -> or2_4 -> a21oi_2 -> clkdlybuf4s50_1

Job
  • Tool Warnings: 63
  • Max-Cap Viols: 0

Power
  • Overall Power: ~140 uW
  • P_leak: around 0.00045 uW
  • VDD IR max: 0.04456 mV
  • PD cells: around 130 nW/um^2

Floorplan
  • Std cell rows: 22
  • Die Wd: 81 microns
  • Core Region: 3633 sq um
  • Core Util at FP: 14.70%
  • IO Count: ~64
  • Die height: 81 microns
  • Die ar.: 6561 sq um

Placed design
  • Placer's final routability congestion estimate: 0.8633
  • Number of buffers added on ports: 28
  • Post-DP HPWL: roughly 1.7 mm
  • DP Worst Slack: -0.4090 ns

Global routing
  • Vias in the first global route: 725
  • Largest net degree at the start of global routing: 10
  • First-pass GRT wire length: 3.284 mm
  • Total grt overflow: 0
  • Initial antenna violation count: 0
  • GRT Overall Usage: 5.881%

Finish
  • Seq cells: 0
  • Synth-to-Final Area Change: 102.8%
  • Area occupied by registers: 0 sq um
  • Share of cells above drive strength 1: 37.59%
  • # clk buffers: 0

Worst hold path
  • Hold Crit Class: in2out

Run status
  • Status: finished, final reports clean
-- through the flow --
stage	cell area (sq um)	util, %	cells
2_1_floorplan	564.3	-	94
3_3_place_gp	983.4	27.07	179
3_5_place_dp	983.4	27.07	179
4_1_cts	1049	28.86	181
5_1_grt	1084	29.82	181
6_report	1084	29.82	181
-- layout make-up --
| type | count | area (sq um) |
|---|---|---|
| fillers | 395 | 2550 |
| inverters | 6 | 22.52 |
| multi-input cells | 73 | 540.5 |
| well taps | 48 | 60.06 |
| repair buffers | 54 | 460.4 |
-- report_power, final --
part / switching (uW) / internal (uW) / total (uW)
clock network: 0 / 0 / 0
logic: 58.7 / 80.1 / 139
registers: 0 / 0 / 0
total: 58.7 / 80.1 / 139
-- layout by cell type, fill, tap and decap left out, types with 4 or more instances in the layout --
| master | netlist | layout |
|---|---|---|
| buf_4 | 10 | 25 |
| clkdlybuf4s50_1 | 0 | 22 |
| a21oi_1 | 12 | 9 |
| nor2_1 | 9 | 9 |
| conb_1 | 1 | 9 |
| o21ai_0 | 5 | 5 |
| nand2_1 | 6 | 5 |
| ha_1 | 6 | 4 |
-- path summary, 6_finish.rpt --
path / startpoint / end / depth (start not counted)
max: pc_out[2] / instruction[5] / 7
min: pc_out[4] / instruction[28] / 6
-- kinds of logic after synthesis --
| group | synth area share, % |
|---|---|
| buffers and inverters | 23.18 |
| XOR/XNOR | 3.279 |
| AND/OR/NAND/NOR | 31.38 |
| adder cells (fa/ha/maj) | 14.05 |
| AND-OR/OR-AND | 27.40 |
| other | 0.7019 |
-- worst max-delay path: cells and delay by family --
kind | cells | cell delay, ns
AND/OR/NAND/NOR | 3 | 0.94
buffers and inverters | 3 | 0.87
AND-OR/OR-AND | 1 | 0.17
-- per-layer routing --
layer  global-route usage [%]  vias up  wire, microns
li1                         -      371              -
met1                    7.672      324            927
met2                    10.67       19           1026
met3                   0.7795        0            100
met4                        0        0              0
met5                        0        -              0
-- timing repair --
action                     4_1_cts  5_1_grt
buffers inserted                 2        0
gates resized                   24       11
gates cloned                     0        0
setup endpoints to repair       23        9
hold buffers                     0        0
pin swaps                        5        1
Power is estimated from default activity; no workload was simulated.
