$ cat /design/flow/config.mk
export PLATFORM = sky130hd
export DESIGN_NAME = data_memory
export DESIGN_NICKNAME = data_memory
export VERILOG_FILES = /design/flow/design.v
export SDC_FILE = /design/flow/constraint.sdc
export NUM_CORES = 4
export LEC_CHECK = 1
export CORE_UTILIZATION = 50
$ cat /design/flow/design.v
 module data_memory  
 (  
      input clk,
      input [31:0] address,  
      input [31:0] Wdata,  
      input MemWrite,  
      input MemRead,  
      output [31:0] Rdata);  
      integer i;  
      reg [31:0] ram [0:31];  
      wire [4:0]data_addr= address[4:0];  
      initial begin  
           for(i=0;i<32;i=i+1)  
                ram[i] <= 32'b00000000000000000000000000000000;  
      end  
      always @(posedge clk) 
           begin  
           if (MemWrite)  
	   begin 
           ram[data_addr] <= Wdata;  
           end 
           end  
      assign Rdata =(MemRead==1'b1) ?ram[data_addr]: 32'd0;   
 endmodule 
$ cat /design/flow/run.sh
#!/bin/bash
# OpenROAD 26Q1-2900-gdf79404cd8, Yosys 0.63+post, stock flow scripts
make -C /OpenROAD-flow-scripts/flow DESIGN_CONFIG=/design/flow/config.mk WORK_HOME=/design/flow/orfs finish
$ cat /design/flow/constraint.sdc
current_design data_memory

set clk_period 5.9
set clk_io_pct 0.2

create_clock -name clk0 -period $clk_period [get_ports {clk}]

set non_clock_inputs [all_inputs -no_clocks]
set_input_delay [expr $clk_period * $clk_io_pct] -clock clk0 $non_clock_inputs
set_output_delay [expr $clk_period * $clk_io_pct] -clock clk0 [all_outputs]
==> results_dict.tcl <==
# flow metrics
set metrics [dict create \
    status "finished clean" \
    rsz0062_at_grt "no" \
    core_util_floorplan_pct 50.6 \
    critical_path_class "input pin to output port" \
    detail_route.wl_per_cell_um 28.0 \
    ys_seq_share_pct 78.5 \
    power_leakage_nw 15.4 \
    cts_tree "built" \
    ant_nets 0 \
    num_vias 19900 \
    drcViolationCount 0 \
    switching_power_w 0.00300 \
    die_h_um 282 \
    p_int_w 0.0118 \
    diodes 0 \
    hold_viol 0 \
    ys.flops 1024 \
    cp-end-kind "output port" \
    avgSynthCellArea_um2 18.9 \
    worst_path_largest_cell_delay_ns 0.96 \
    max_freq_ghz 0.181 \
    detail_route.first_pass.iterations 5 \
    syn-cell-area_um2 39200 \
    final_util_pct 58.2 \
    cap_violations 0 \
    dieArea_um2 79500 \
    synth_cells 2078 \
    io_buffer_count 71 \
    synth_chip_area_um2 39200 \
    grt_max_degree 73 \
    path_max_fanout 16 \
    hold_class "input pin to flip-flop" \
    grt_pass1_wl_mm 137 \
    clk_transition_reported_paths_ns 0.06 \
    drtIter0Drc 1228 \
    fillers 5548 \
    clkPwrFrac_pct 40.3 \
    wirelength_mm 94.4 \
    dp_hpwl_mm 53.2 \
    grt_pass1_vias 20700 \
    grt_use_total_pct 27.3 \
    numClockSinks 1024 \
    largestRegisters "ram (1024)" \
    layout-drive-gt1-share_pct 13.4 \
    die_x_um 282 \
    worstPathRequired_ns 4.72 \
    irDropWorstVdd_v 0.000247 \
    viasPerCell 5.89 \
    yosysWarningCount 1 \
    p_sw_share_pct 20.3 \
    top_level_ports 99 \
    combPwrFrac_pct 4.8 \
    setup_tns_ns 0 \
    timing.hold.ws_ns 1.35 \
    p_per_area_nw_per_um2 328 \
    globalplace.congestion 0.832 \
    slew_violations 0 \
    crit_arrival_ns 4.35 \
    ys_cells 2078 \
    cts_resized 0 \
    cts_buffers 101 \
    fp.coreArea_um2 77500 \
    synth_cell_types 22 \
    post_cts_buffers 0 \
    cp_slowest_cell "or4b_2" \
    period_minus_slack_ns 5.53 \
    warning_count 53 \
    fp-row-count 102 \
    setup_viol 0 \
    dp.cells 3192 \
    layout.cells.non_filler 3375 \
    root_buffer "clkbuf_16" \
    hold_buffers 0 \
    cp-start-kind "input pin" \
    largest_register "ram" \
    seqPwrFrac_pct 54.9 \
    cts_buffer_depth 3 \
    syn2layout_area_growth_pct 15.1 \
    finalPower_w 0.0148 \
    finalClockPeriodUsage_pct 93.7 \
    worst_pin_slew_ns 1.02 \
    htreeDepth 3 \
    worstPathCellList "clkdlybuf4s50_1 -> or4b_2 -> buf_4 -> o22ai_1 -> nor4_1 -> buf_4 -> a21boi_1 -> clkdlybuf4s50_1" \
    hold_path_depth 2 \
    largest_reg_flops 1024 \
    antenna_found_initial 1 \
    grt-ovfl-total 0 \
    timing.slew.headroom_pct 31.7 \
]
worst max-delay path, delay by kind of cell:
family | cells | cell delay (ns)
AND/OR/NAND/NOR | 2 | 1.06
AND-OR/OR-AND | 2 | 0.42
buffers and inverters | 4 | 1.67
per-layer routing:
metal / up-vias / GRT usage (%) / routed length [µm]
li1: 8876 / - / -
met1: 9672 / 36.7 / 32200
met2: 1161 / 38.2 / 43400
met3: 154 / 20.9 / 16400
met4: 10 / 4.96 / 2090
met5: - / 3.30 / 350
cell type report:
class                      count  area, µm²  area share, %
clock buffer                 128       2670           5.93
timing repair buffer         203       1950           4.33
sequential                  1024      30700           68.2
clock inverter                55        394          0.874
tap                         1040       1300           2.89
multi-input combinational    925       8010           17.8
synth_stat cells, drive strengths merged:
cell type  number  share of area, %
mux2i         512                13
edfxtp       1024                78
or4             1             0.019
nor4           64               1.0
nand3b          4             0.077
nor3            4             0.051
clkbuf         29              0.28
nor2           29              0.28
nand2           2             0.019
nand3           2             0.026
or3b            3             0.067
buf           100               1.5
or3             1             0.016
nand4bb         6              0.17
or4b            4              0.10
nand4           1             0.016
o22ai         256               4.1
nand4b          4             0.089
a21boi         32              0.61
cell families (layout without fill, tap and decap cells):
kind of cell | count (synthesis) | in the layout | share of synthesized area, %
DFF | 1024 | 1024 | 78.5
muxes | 512 | 512 | 13.1
AOI/OAI and AO/OA | 288 | 288 | 4.73
buffers and inverters | 129 | 386 | 1.74
and+or+nand+nor | 125 | 125 | 1.95
cells in the final DEF (no fill, tap or decap), types with 2 or more instances in the layout:
master,synthesis,layout
o22ai_2,2,2
inv_6,0,5
mux2i_1,512,512
a21boi_1,32,32
nand3_1,2,2
nand2_1,2,2
o22ai_1,254,254
nand3b_1,4,4
edfxtp_1,1024,1024
clkinv_1,0,27
nor3_2,0,4
or4b_2,0,4
clkbuf_16,0,103
clkinvlp_4,0,2
nor2_4,0,28
clkbuf_1,29,25
bufinv_16,0,5
nand4b_1,4,4
nand4bb_2,0,6
clkinv_2,0,15
nor4_1,64,64
buf_12,0,20
or3b_2,3,3
buf_4,2,112
clkdlybuf4s50_1,0,69
worst paths after layout:
check / from / endpoint / slack (ns)
worst max-delay path: address[3] / Rdata[13] / 0.37
worst min-delay path: Wdata[2] / ram[31][2] / 1.35
power groups by stage:
stage | combinational [W] | sequential [W] | clock (W)
4_1_cts | 0.000711 | 0.00811 | 0.00605
5_1_grt | 0.000762 | 0.00811 | 0.00635
6_report | 0.000706 | 0.00811 | 0.00595
through the flow:
stage               setup slack [ns]  instance area, µm²
finish                         0.369               45100
global route                   0.238               45100
CTS                            0.374               45100
detailed placement             0.385               42000
global placement               0.377               42000
floorplan                       1.04               39200
Power figures rest on the tool's default switching activity, not on a simulated workload.
